--- flow/run.sh ---
#!/bin/bash
# OpenROAD 26Q1-2900-gdf79404cd8, Yosys 0.63+post, stock flow scripts
make -C /OpenROAD-flow-scripts/flow DESIGN_CONFIG=/design/flow/config.mk WORK_HOME=/design/flow/orfs finish
--- flow/config.mk ---
export PLATFORM = sky130hd
export DESIGN_NAME = counter
export DESIGN_NICKNAME = counter
export VERILOG_FILES = /design/flow/design.v
export SDC_FILE = /design/flow/constraint.sdc
export NUM_CORES = 4
export LEC_CHECK = 1
export CORE_AREA = 10 10 101 101
export DIE_AREA = 0 0 111 111
--- flow/constraint.sdc ---
current_design counter

set clk_period 2.9
set clk_io_pct 0.2

create_clock -name clk0 -period $clk_period [get_ports {clk}]

set non_clock_inputs [all_inputs -no_clocks]
set_input_delay [expr $clk_period * $clk_io_pct] -clock clk0 $non_clock_inputs
set_output_delay [expr $clk_period * $clk_io_pct] -clock clk0 [all_outputs]
--- flow/design.v ---
module counter #(parameter N=6)
(
  input logic clk,
  input logic rst,
  output logic [13:0] result
);
  logic [N-1:0] number;
  flip_flop counter(clk, rst, number);
  deco deco_display(number, result);
endmodule 
module deco #(parameter N=6)
(
  input logic [N-1:0] number, 
  output logic [13:0] result
);
  always_comb
    begin
	   case (number)
		  0 : result=14'b10000001111111;
		  1 : result=14'b11110011111111;
		  2 : result=14'b01001001111111;
		  3 : result=14'b01100001111111;
		  4 : result=14'b00110011111111;
		  5 : result=14'b00100101111111;
		  6 : result=14'b00000101111111;
		  7 : result=14'b11110001111111;
		  8 : result=14'b00000001111111;
		  9 : result=14'b00110001111111;
		  10 : result=14'b10000001111001;
		  11 : result=14'b11110011111001;
		  12 : result=14'b01001001111001;
		  13 : result=14'b01100001111001;
		  14 : result=14'b00110011111001;
		  15 : result=14'b00100101111001;
		  16 : result=14'b00000101111001;
		  17 : result=14'b11110001111001;
		  18 : result=14'b00000001111001;
		  19 : result=14'b00110001111001;
		  20 : result=14'b10000000100100;
		  21 : result=14'b11110010100100;
		  22 : result=14'b01001000100100;
		  23 : result=14'b01100000100100;
		  24 : result=14'b00110010100100;
		  25 : result=14'b00100100100100;
		  26 : result=14'b00000100100100;
		  27 : result=14'b11110000100100;
		  28 : result=14'b00000000100100;
		  29 : result=14'b00110000100100;
		  30 : result=14'b10000000110000;
		  31 : result=14'b11110010110000;
		  32 : result=14'b01001000110000;
		  33 : result=14'b01100000110000;
		  34 : result=14'b00110010110000;
		  35 : result=14'b00100100110000;
		  36 : result=14'b00000100110000;
		  37 : result=14'b11110000110000;
		  38 : result=14'b00000000110000;
		  39 : result=14'b00110000110000;
		  40 : result=14'b10000000011001;
		  41 : result=14'b11110010011001;
		  42 : result=14'b01001000011001;
		  43 : result=14'b01100000011001;
		  44 : result=14'b00110010011001;
		  45 : result=14'b00100100011001;
		  46 : result=14'b00000100011001;
		  47 : result=14'b11110000011001;
		  48 : result=14'b00000000011001;
		  49 : result=14'b00110000011001;
		  50 : result=14'b10000000010010;
		  51 : result=14'b11110010010010;
		  52 : result=14'b01001000010010;
		  53 : result=14'b01100000010010;
		  54 : result=14'b00110010010010;
		  55 : result=14'b00100100010010;
		  56 : result=14'b00000100010010;
		  57 : result=14'b11110000010010;
		  58 : result=14'b00000000010010;
		  59 : result=14'b00110000010010;
		  60 : result=14'b10000000000010;
		  61 : result=14'b11110010000010;
		  62 : result=14'b01001000000010;
		  63 : result=14'b01100000000010;
		  default : result=14'b11111111111111; 
       endcase
	  end
endmodule 
module flip_flop #(parameter N=6)
(
  input logic clk,
  input logic rst,
  output logic [N-1:0] number
);
  always_ff@(posedge clk or negedge rst)
  begin
    if (!rst)
	   number=0;
	else if (number == 2**N)
			number=0;
		else
			number=number+1;
	end
endmodule 
==> run notes <==
Notes on the flow outputs.

- The combinational fraction of design power reads 0.014.
- The master cell of the clock root buffer is clkbuf_8.
- The number of cells on the worst reg-to-reg path is 3.
- Per the final layout report, the fraction of cells sized above drive strength 1 comes to 0.170.
- The type of origin of the critical path is a flip-flop.
- The critical register-to-register path startpoint reads counter.number[2].
- The longest clock path from root to sink contains 2 buffers.
- The critical path capture point type is an output pin.
- In the synthesized netlist, the number of instances is 159.
- The overall die height is 111 µm.
- Of all flip-flops after synthesis, the portion carrying an async set or reset was 1.00.
- The summed negative setup slack over all endpoints is 0 ps.
- Buffers placed on the I/O ports in this run total 15.
- For this design the top-level I/O count stands at 16.
- The final non-filler cell total is 276.
- The total inserted antenna cells reads 0.
- The final period utilization reads 0.972.
- The synthesis report lists the Yosys warning total as 2.
- The clock tree from TritonCTS reads yes.
- After its last routability iteration, the placer logged a weighted congestion of 0.936.
- The storage element area reads 153 µm².
- The max capacitance violation total reads 0.
- For this run, global-route usage on met1 was measured as 0.0782.
- The width of the die reads 111 µm.
- The portion of total power attributed to the clock network reads 0.592.
- The total DRC errors in the routed layout is 0.
- The utilization after layout reads 0.185.
- Before antenna repair, the detailed router went through 4 iterations.
- The remaining global-route overflow reads 0.
- The top flip-flop cell by instance count after synthesis is dfrtp_1.
- The data arrival time at the worst-slack endpoint reads 2240 ps.
- The number of antenna violations at the first check in global routing is 0.
- The worst IR drop on VDD is 108 µV.
- The cell type with the highest aggregate area in the netlist reads dfrtp_1.
- The flip-flop count of the largest register after layout is 6.
- For this design the static power due to leakage is 0.609 nW.
- The switching portion of total power is 0.182.
- The total die size is 12300 µm².
- The post-detailed-placement half-perimeter wirelength is 2.72 mm.
- The report lists the number of standard-cell rows as 33.
- The met3 demand-to-capacity share in global routing reads 0.00547.
- The required arrival time at the worst endpoint reads 2320 ps.
- The number of unique standard cell types used by synthesis reads 45.
- Per the placement report, the placed cell count is 273.
- The total of hold buffers inserted after clock tree synthesis reads 0.
- The registers of the reported paths see a clock transition of 40 ps.
- The clock net sink count is 6.
- Summed over all routing layers, the global router reports a total usage of 0.0547.
- The final routed wirelength across all metal layers reads 3.59 mm.
- The worst-path maximum fanout reads 7.
- The pre-CTS setup slack is 213 ps.
- STA reports the tightest min-delay check as being of type input pin to async pin.
- On met2, the global router reports a usage of 0.0841.
- Measured against its own limit, the worst slew margin works out to 0.712.
- The layer with the highest usage after global routing reads met2.
- The worst setup slack after layout reads 80.0 ps.
- For the worst reg-to-reg path, the endpoint reported by OpenROAD is counter.number[2].
- In this run, CTS created clock tree buffers numbering 3.
- Setup repair after global routing could not meet its margin everywhere.
- The fraction of synthesized cell area taken by the top area cell type is 0.126.
- The final count of hold timing violations is 0.
- At the pin with the least slew margin, the transition time is 427 ps.
- According to the Yosys statistics, the synthesized design has a chip area of 1190 µm².
- Once detail routing completed, the nets flagged for antenna violations numbered 0.
- The run finished with clean final reports.
- Of the synthesized area, sequential elements account for 0.126.
- After synthesis the cells add up to 1190 µm².
- The clock latency reported for the late side of the worst-skew pair reads 220 ps.
- OpenROAD emitted warnings numbering 32.
- The total internal power reads 175 µW.
- The via count of the routed design is 1218.
- Per the finish-stage timing summary, setup violations number 0.
- On the final layout, the worst clock skew is 1.56 ps.
- Counting the fill cells in the layout gives 894.
- Counting pins that exceed their max-slew limit in the final report gives 0.
- The minimum period implied by the final worst setup slack is 2820 ps.
- The starting density of the core reads 0.146.
- In the synthesized netlist, the cells that appear most often are nand2_1, o21ai_0, a21oi_1, nor2_1.
- For reference, the most critical setup path is categorized as flip-flop to output pin.
- The number of buffers added for setup after CTS reads 0.
- The count of library flops with an enable pin is 0.
- Per the detail_route report, vias per standard cell equal 4.41.
- The via count of the first global-routing pass is 1143.
- The worst setup slack for register-to-register paths is 1710 ps.
- The footprint of the multi-input gates reads 895 µm².
- The number of design-rule violations left by the first detailed-router iteration reads 184.
- The first-pass GRT wire length reads 5.91 mm.
- The layout overhead on the synthesized area is 26.2%.
- The flip-flop and latch count after synthesis reads 6.
- The H-tree depth reported by CTS reads 1.
- The net switching component of the power reads 38.9 µW.
- The maximum number of pins on one net before global-route repair is 28.
- The average cell area after synthesis is 7.48 µm².
- The main area contributors are dfrtp_1, ha_1, o21ai_0.
- The core area reads 8130 µm².
- The part of the total power dissipated in sequential elements reads 0.394.
- The total power per unit cell area reads 142 nW/µm².
- The yosys stat cell total is 159.
- The achievable frequency is 0.355 GHz.
- The average wire per standard cell is 13.0 µm.
## repair_timing
item,4_1_cts,5_1_grt
resized,1,9
pin swaps,0,0
setup endpoints to repair,3,8
## critical path, stage by stage (launching register included)
cell and delay, ps:
dfrtp_2 440, inv_2 130, ha_1 330, mux2_4 290, nand2_1 60, o311ai_1 120, a22o_1 230, clkdlybuf4s50_1 410
## power by group through the flow
| stage | Clock [mW] | Sequential (mW) | Combinational [mW] |
|---|---|---|---|
| 5_1_grt | 0.134 | 0.0841 | 0.00327 |
| 6_report | 0.126 | 0.0842 | 0.00289 |
| 4_1_cts | 0.129 | 0.0842 | 0.00304 |
## stage by stage
stage               power, mW  area (µm²)  hold slack, ps
floorplan              0.0853        1190             284
CTS                     0.216        1480             617
global placement       0.0882        1430             696
detailed placement     0.0883        1430             680
finish                  0.214        1500             610
global route            0.222        1500             630
## cell usage in the layout, fill, tap and decap left out, types with 2 or more instances in the layout
cell type / instances
xor2_1: 3
clkbuf_8: 3
nand2b_1: 3
o21ai_0: 12
mux2_4: 2
a221o_1: 2
clkdlybuf4s50_1: 15
a211oi_1: 7
ha_1: 4
o32ai_1: 2
nor3_1: 3
mux2i_1: 6
dfrtp_1: 4
nand2_1: 13
nor2_1: 10
nand3_1: 6
inv_1: 7
dfrtp_2: 2
a221oi_1: 3
xnor2_1: 3
buf_4: 13
a21o_1: 3
ha_2: 3
a31oi_1: 3
a21oi_1: 10
mux2_2: 2
o211ai_1: 4
nor2b_1: 3
## layer usage
metal	wire [µm]	part of all wire
met5	0	0
met1	1700	0.47
met4	75	0.021
met2	1620	0.45
met3	198	0.055
## logic make-up (layout without fill, tap and decap cells)
| logic type | count (synthesis) | after routing | synth area share |
|---|---|---|---|
| compound gates | 57 | 57 | 0.326 |
| xor+xnor | 6 | 6 | 0.0442 |
| fa+ha+maj | 8 | 8 | 0.0841 |
| buf+inv | 28 | 40 | 0.144 |
| flops | 6 | 6 | 0.126 |
| mux | 10 | 10 | 0.0946 |
| simple gates | 44 | 44 | 0.181 |
## layout make-up
| class | count | share of cell area |
|---|---|---|
| Timing Repair Buffer | 28 | 0.165 |
| Tap cell | 105 | 0.0875 |
| Clock buffer | 3 | 0.0275 |
| Sequential cell | 6 | 0.102 |
| Inverter | 9 | 0.0225 |
| Multi-Input combinational cell | 125 | 0.596 |
## worst max path at each step
stage | cells past startpoint | from | end | slack (ps)
CTS | 7 | counter.number[1] | result[12] | 2
global route | 7 | counter.number[1] | result[8] | -20
finish | 7 | counter.number[1] | result[8] | 80
Power and IR drop assume default switching activity.
