==> ./design.v <==
module conversor_bdc(
  input logic [3:0] switches, 
  output logic [13:0] display
);
  always_comb
   begin 
      case(switches)
		  0: display=14'b10000001111111;  
		  1: display=14'b11110011111111;  
		  2: display=14'b01001001111111;  
		  3: display=14'b01100001111111;  
		  4: display=14'b00110011111111;  
		  5: display=14'b00100101111111;  
		  6: display=14'b00000101111111;  
		  7: display=14'b11110001111111;  
		  8: display=14'b00000001111111;  
		  9: display=14'b00110001111111;  
		  10: display=14'b10000001111001;  
		  11: display=14'b11110011111001;  
		  12: display=14'b01001001111001;  
		  13: display=14'b01100001111001;  
		  14: display=14'b00110011111001;  
		  15: display=14'b00100101111001;  
		  default: display=14'b11111101111110;  
	   endcase
	end
endmodule
==> ./run.sh <==
#!/bin/bash
# OpenROAD 26Q1-2900-gdf79404cd8, Yosys 0.63+post, stock flow scripts
make -C /OpenROAD-flow-scripts/flow DESIGN_CONFIG=/design/flow/config.mk WORK_HOME=/design/flow/orfs finish
==> ./config.mk <==
export PLATFORM = sky130hd
export DESIGN_NAME = conversor_bdc
export DESIGN_NICKNAME = conversor_bdc
export VERILOG_FILES = /design/flow/design.v
export SDC_FILE = /design/flow/constraint.sdc
export NUM_CORES = 4
export LEC_CHECK = 1
export CORE_AREA = 10 10 70 70
export DIE_AREA = 0 0 80 80
==> ./constraint.sdc <==
current_design conversor_bdc

set clk_period 1.0
set clk_io_pct 0.2

create_clock -name clk0 -period $clk_period

set non_clock_inputs [all_inputs -no_clocks]
set_input_delay [expr $clk_period * $clk_io_pct] -clock clk0 $non_clock_inputs
set_output_delay [expr $clk_period * $clk_io_pct] -clock clk0 [all_outputs]
==> impl_metrics.toml <==
# synthesis and place-and-route metrics
[synth]
synth_warnings = 1
yosysCellCount = 38
topCellsByArea = "ha_1 (25%), buf_4 (17%), mux4_1 (17%)"
ys_seq_share_pct = 0
synthDistinctLibCells = 16
syn_area_sq_um = 303
synthCells = 38
synth_area_per_cell_sq_um = 7.97
netlist.area_leader.share_pct = 24.8
top_area_cell = "ha_1"
ys_area_sq_um = 303

[final_timing]
period_needed_ns = 1.38
final_hold_viol_count = 0
period_used_pct = 138
rsz0062_at_grt = "true"
finalSetupViolations = 7
fmax_mhz = 723
finalWorstSetupSlack_ns = -0.383
finalMaxSlewViolations = 0
hold_slack_ns = 0.700

[drt]
antenna_cells = 0
routed_wl_microns = 947
drc_errors = 0
wl_per_cell_microns = 9.28
drt-initial-drc-count = 12
dr.pass1.iters = 2
vias = 306
antenna_left = 0
viasPerCell = 3.00

[pwr]
peakVddDrop_v = 0.0000562
p_per_area_mw_per_mm2 = 348
power.total_w = 0.000211
p_leak_nw = 0.275

[setup_path]
path_class = "input pin to primary output"
crit_slowest_cell = "mux4_2"
worstPathArrival_ns = 1.18
startpoint_type = "input pin"
required_ns = 0.80
path_cells = "buf_12 > inv_16 > ha_4 > inv_2 > mux4_2 > buf_2"
endpoint_kind = "primary output"
critPathMaxStageDelay_ns = 0.44
crit_fanout = 4
startpoint = "switches[0]"

[placement]
io_buffer_count = 13
hpwl_microns = 745
dp.cells = 100
gp_congestion = 0.701

[final_layout]
lay_top_count = "buf_2"
comb_area_sq_um = 318
flops = 0
final_cells = 102
area_growth_pct = 100
drive_gt1_share_pct = 62.5
n_fill_cell = 382
mostFrequentLayoutCells = "buf_2 (9), buf_6 (6), conb_1 (5), ha_4 (4)"
register_area_sq_um = 0
clock_buffers = 0

[flow_run]
warnings = 40
max_cap_violations = 0

[floorplanning]
fp_util_pct = 8.86
num_rows = 21
core_area_sq_mm = 0.00342
ios = 18
chip_area_sq_mm = 0.00640
die_width_microns = 80
die_h_microns = 80

[clock_tree]
cts_hold_buf = 0

[grt]
grt_max_degree = 8
grt_pass1_wl_microns = 1590
antenna_found_initial = 0
grtUsageTotal_pct = 2.87
grt_pass1_vias = 308
grt-ovfl-total = 0

[outcome]
status = "finished with violations"
violations = "setup timing"

[min_path]
hp-start = "switches[3]"
hold_class = "input pin to primary output"
==> repair_timing <==
action | CTS | global route
buffers inserted | 1 | 2
setup endpoints to repair | 9 | 8
gates resized | 61 | 11
pin swaps | 6 | 3
==> worst max-delay path, delay by kind of cell <==
kind	cells	cell delay [ns]
adder cells (fa/ha/maj)	1	0.25
buffers and inverters	4	0.29
multiplexers	1	0.44
==> cells by family (layout without fill, tap and decap cells) <==
family                     after synthesis  count (layout)  share of synthesized area (%)
AOI/OAI and AO/OA                        6               6                           11.2
other                                    1               5                           1.24
adders and majority gates                6               6                           24.8
and+or+nand+nor                         10              10                           16.1
buffers and inverters                   11              25                           22.7
muxes                                    4               4                           24.0
==> routing by layer <==
metal / wire length, microns / share of wire, % / vias to the layer above / track usage [%]
met5: 0 / 0 / - / 0
met4: 0 / 0 / 0 / 0
met3: 87 / 9.2 / 0 / 0.795
met2: 447 / 47 / 10 / 4.33
met1: 412 / 44 / 144 / 4.17
li1: - / - / 152 / -
==> area by class of cell <==
cell class / count / share of cell area, %
inverter: 3 / 5.37
tap: 46 / 9.50
multi-input combinational: 31 / 52.5
timing repair buffer: 22 / 32.6
==> where the power goes <==
part           internal [W]  total [W]  switching (W)
clock                     0          0              0
sequential                0          0              0
combinational      0.000123   0.000211      0.0000878
total              0.000123   0.000211      0.0000878
==> final timing paths <==
| path | end | slack, ns | depth (start not counted) |
|---|---|---|---|
| setup / recovery | display[10] | -0.38 | 6 |
| hold / removal | display[1] | 0.70 | 3 |
==> cell usage after synthesis <==
| cell | number |
|---|---|
| a21oi_1 | 2 |
| buf_4 | 7 |
| o21ai_0 | 2 |
| nand2_1 | 3 |
| conb_1 | 1 |
| buf_2 | 1 |
| nand2b_1 | 3 |
| mux2i_1 | 2 |
| nor2_1 | 2 |
| inv_1 | 3 |
| nand3_1 | 1 |
| mux4_1 | 2 |
| a211oi_1 | 1 |
| ha_1 | 6 |
| nor2b_1 | 1 |
| a31oi_1 | 1 |
==> through the flow <==
stage	cell area, sq um	setup WS, ns	utilization, %	setup TNS (ns)
after detailed placement	531	-1.24	15.5	-9.63
after CTS	562	-0.489	16.4	-2.77
after floorplan	348	-0.0893	-	-0.139
after global placement	531	-1.27	15.5	-9.67
after global routing	606	-0.434	17.7	-2.03
final	606	-0.383	17.7	-1.63
Power figures rest on the tool's default switching activity, not on a simulated workload.
